$ cat flow/config.mk
export PLATFORM = sky130hd
export DESIGN_NAME = WB2SCI_BRIDGE
export DESIGN_NICKNAME = WB2SCI_BRIDGE
export VERILOG_FILES = /design/flow/design.v
export SDC_FILE = /design/flow/constraint.sdc
export NUM_CORES = 4
export LEC_CHECK = 1
export CORE_UTILIZATION = 50
$ cat flow/constraint.sdc
current_design WB2SCI_BRIDGE

set clk_period 8.3
set clk_io_pct 0.2

create_clock -name clk0 -period $clk_period [get_ports {CLK}]

set non_clock_inputs [all_inputs -no_clocks]
set_input_delay [expr $clk_period * $clk_io_pct] -clock clk0 $non_clock_inputs
set_output_delay [expr $clk_period * $clk_io_pct] -clock clk0 [all_outputs]
$ cat flow/run.sh
#!/bin/bash
# OpenROAD 26Q1-2900-gdf79404cd8, Yosys 0.63+post, stock flow scripts
make -C /OpenROAD-flow-scripts/flow DESIGN_CONFIG=/design/flow/config.mk WORK_HOME=/design/flow/orfs finish
$ cat flow/design.v
`default_nettype none
module COUNTER #(
    parameter WIDTH = 64
)
(
    input wire              CLK,
    input wire              RSTN,
    input wire              EN,
    output wire [WIDTH-1:0] VALUE,
    output wire             OVERFLOW
);
    reg [WIDTH-1:0] value;
    reg             overflow;
    always @(posedge CLK) begin
        if(RSTN == 1'b0) begin
            value <= 0;
            overflow <= 1'b0;
        end
        else if(EN == 1'b1) begin
            { overflow, value } <= value + 1;
        end
    end
    assign VALUE    = value;
    assign OVERFLOW = overflow;
endmodule
`default_nettype wire
`default_nettype none
module D_FF_EN
(
    input wire  CLK,
    input wire  RSTN,
    input wire  D,
    input wire  EN,
    output wire Q
);
    reg q;
    always @(posedge CLK) begin
        if(!RSTN) begin
            q <= 1'b0;
        end
        else if(EN) begin
            q <= D;
        end
    end
    assign Q = q;
endmodule
`default_nettype wire
`default_nettype none
module EDGE_DETECTOR (
    input wire  CLK,
    input wire  SAMPLE_IN,
    output wire RISE_EDGE_OUT,
    output wire FALL_EDGE_OUT
);
    reg sample_in;
    always @(posedge CLK) begin
        sample_in <= SAMPLE_IN;
    end
    assign RISE_EDGE_OUT = ~sample_in & SAMPLE_IN;
    assign FALL_EDGE_OUT = sample_in & ~SAMPLE_IN;
endmodule
`default_nettype wire
`default_nettype none
module PISO_BUFFER
#(
    parameter DEPTH = 8
)
(
    input wire              CLK,
    input wire [DEPTH-1:0]  PIN,
    input wire              LOAD_IN,
    input wire              SHIFT_OUT,
    output wire             SOUT
);
    wire [DEPTH-1:0]    flop_inputs;
    wire [DEPTH:0]      flop_outputs;
    genvar              gdx;
    generate
        for(gdx = 0; gdx < DEPTH; gdx = gdx + 1) begin
            D_FF_EN DFFEN (
                .CLK    (CLK),
                .RSTN   (1'b1),
                .D      (flop_inputs[gdx]),
                .EN     (LOAD_IN | SHIFT_OUT),
                .Q      (flop_outputs[gdx])
            );
            assign flop_inputs[gdx] = (LOAD_IN == 1'b1) ? PIN[gdx] : flop_outputs[gdx+1];
        end
    endgenerate
    assign flop_outputs[DEPTH] = PIN[DEPTH-1];
    assign SOUT = flop_outputs[0];
endmodule
`default_nettype wire
`default_nettype none
module SCI_MASTER
#(
    parameter ADDR_WIDTH        = 4,
    parameter DATA_WIDTH        = 8,
    parameter NUM_PERIPHERALS   = 2
)
(
    input wire                          CLK,
    input wire                          RSTN,
    input wire                          REQ,
    input wire                          WNR,
    input wire [ADDR_WIDTH-1:0]         ADDR,
    input wire [NUM_PERIPHERALS-1:0]    CSN_IN,
    input wire [DATA_WIDTH-1:0]         DATA_IN,
    output wire                         ACK,
    output wire [DATA_WIDTH-1:0]        DATA_OUT,
    output wire [NUM_PERIPHERALS-1:0]   SCI_CSN,
    output wire                         SCI_REQ,
    inout wire                          SCI_RESP,
    inout wire                          SCI_ACK
);
    localparam IDLE         = 2'b00;
    localparam ADDR_PHASE   = 2'b01;
    localparam COUNT_DATA   = 2'b10;
    localparam WAIT_DATA    = 2'b11;
    reg [1:0]                       curr_state;
    wire                            new_req;
    wire                            wdata_shift;
    wire                            wdata;
    wire                            addr_shift;
    wire                            addr;
    wire                            sci_resp_enable;
    wire                            sci_resp;
    reg                             sci_resp_q;
    wire                            sci_ack_enable;
    wire                            sci_ack;
    reg                             sci_ack_q;
    wire                            count_rstn;
    wire                            addr_count_en;
    wire [$clog2(ADDR_WIDTH)-1:0]   addr_count;
    wire                            data_count_en;
    wire [$clog2(DATA_WIDTH)-1:0]   data_count;
    reg                             sci_req;
    reg [NUM_PERIPHERALS-1:0]       sci_csn;
    wire                            sci_ack_q_rise;
    wire                            sci_ack_q_fall;
    reg                             ack;
    wire                            sci_ack_qq_rise;
    wire                            sci_ack_qq_fall;
    EDGE_DETECTOR NEW_REQ_DETECTOR (
        .CLK            (CLK),
        .SAMPLE_IN      (REQ),
        .RISE_EDGE_OUT  (new_req),
        .FALL_EDGE_OUT  ()  
    );
    EDGE_DETECTOR ACK_Q_EDGE_DETECTOR (
        .CLK            (CLK),
        .SAMPLE_IN      (sci_ack_q),
        .RISE_EDGE_OUT  (sci_ack_q_rise),
        .FALL_EDGE_OUT  (sci_ack_q_fall)
    );
    PISO_BUFFER #(
        .DEPTH  (ADDR_WIDTH)
    )
    ADDR_BUFFER (
        .CLK        (CLK),
        .PIN        (ADDR),
        .LOAD_IN    (REQ),
        .SHIFT_OUT  (addr_shift),
        .SOUT       (addr)
    );
    PISO_BUFFER #(
        .DEPTH  (DATA_WIDTH)
    )
    WDATA_BUFFER (
        .CLK        (CLK),
        .PIN        (DATA_IN),
        .LOAD_IN    (REQ),
        .SHIFT_OUT  (wdata_shift),
        .SOUT       (wdata)
    );
    SIPO_BUFFER #(
        .DEPTH  (DATA_WIDTH)
    )
    RDATA_BUFFER (
        .CLK    (CLK),
        .SIN    (sci_resp_q),
        .EN     (sci_ack_q),
        .POUT   (DATA_OUT)
    );
    always @(posedge CLK) begin
        if(!RSTN) begin
            curr_state <= IDLE;
        end
        else begin
            case(curr_state)
                IDLE : begin
                    if(new_req) begin
                        curr_state <= ADDR_PHASE;
                    end
                end
                ADDR_PHASE : begin
                    if(addr_count == ADDR_WIDTH-1) begin
                        if(WNR) begin
                            curr_state <= COUNT_DATA;
                        end
                        else begin
                            curr_state <= WAIT_DATA;
                        end
                    end
                end
                COUNT_DATA : begin
                    if(data_count == DATA_WIDTH-1) begin
                        curr_state <= IDLE;
                    end
                end
                WAIT_DATA : begin
                    if(sci_ack_q_rise) begin
                        curr_state <= COUNT_DATA;
                    end
                end
                default : begin
                end
            endcase
        end
    end
    assign count_rstn = ~new_req;
    always @(posedge CLK) begin
        if(!RSTN) begin
            sci_csn <= {NUM_PERIPHERALS{1'b1}};
        end
        else if(new_req) begin
            sci_csn <= CSN_IN;
        end
        else if((!WNR && sci_ack_q_fall) || (WNR && sci_ack_q_rise)) begin
            sci_csn <= {NUM_PERIPHERALS{1'b1}};
        end
    end
    assign SCI_CSN = sci_csn;
    COUNTER #(
        .WIDTH  ($clog2(ADDR_WIDTH))
    )
    ADDR_COUNTER (
        .CLK        (CLK),
        .RSTN       (count_rstn),
        .EN         (addr_count_en),
        .VALUE      (addr_count),
        .OVERFLOW   ()  
    );
    assign addr_count_en    = (curr_state == ADDR_PHASE) ? 1'b1 : 1'b0;
    assign addr_shift       = (curr_state == ADDR_PHASE) ? 1'b1 : 1'b0;
    COUNTER #(
        .WIDTH  ($clog2(DATA_WIDTH))
    )
    DATA_COUNTER (
        .CLK        (CLK),
        .RSTN       (count_rstn),
        .EN         (data_count_en),
        .VALUE      (data_count),
        .OVERFLOW   ()  
    );
    assign data_count_en    = (curr_state == COUNT_DATA) ? 1'b1 : 1'b0;
    assign wdata_shift      = (curr_state == COUNT_DATA) ? 1'b1 : 1'b0;
    always @(posedge CLK) begin
        case(curr_state)
            IDLE : begin
                sci_req <= WNR;
            end
            ADDR_PHASE :begin
                sci_req <= addr;
            end
            COUNT_DATA :begin
                sci_req <= wdata;
            end
            default : begin
                sci_req <= 1'b0;
            end
        endcase
    end
    assign SCI_REQ = sci_req;
    assign sci_resp_enable  = 1'b0;
    assign SCI_RESP         = (sci_resp_enable ? 1'b0 : 1'bz);
    assign sci_resp         = SCI_RESP;
    assign sci_ack_enable   = 1'b0;
    assign SCI_ACK          = (sci_ack_enable ? 1'b0 : 1'bz);
    assign sci_ack          = SCI_ACK;
    always @(posedge CLK) begin
        if(!RSTN) begin
            sci_ack_q <= 1'b0;
            sci_resp_q <= 1'b0;
        end
        else begin
            sci_ack_q <= sci_ack;
            sci_resp_q <= sci_resp;
        end
    end
    assign ACK = (~WNR & sci_ack_q_fall) | (WNR & sci_ack_q_rise);
endmodule
`default_nettype wire
`default_nettype none
module SIPO_BUFFER
#(
    parameter DEPTH = 8
)
(
    input wire              CLK,
    input wire              SIN,
    input wire              EN,
    output wire [DEPTH-1:0] POUT
);
    reg [DEPTH-1:0] data;
    always @(posedge CLK) begin
        if(EN) begin
            data <= { SIN, data[DEPTH-1:1] };
        end
    end
    assign POUT = data;
endmodule
`default_nettype wire
`default_nettype none
module WB2SCI_BRIDGE
#(
    parameter ADDR_WIDTH        = 32,  
    parameter DATA_WIDTH        = 32,
    parameter NUM_HL_NEURONS    = 8,  
    parameter NUM_OL_NEURONS    = 5,
    parameter HL_ADDR_WIDTH     = 5,
    parameter OL_ADDR_WIDTH     = 4
)
(
    input wire                                      CLK,
    input wire                                      RSTN,
    input wire                                      RST,
    input wire                                      WB_CYC,
    input wire                                      WB_STB,
    input wire                                      WB_WE,
    input wire [ADDR_WIDTH-1:0]                     WB_ADDR,
    input wire [DATA_WIDTH-1:0]                     WB_WDATA,
    input wire [(DATA_WIDTH/8)-1:0]                 WB_SEL,
    output wire                                     WB_STALL,
    output wire                                     WB_ACK,
    output wire [DATA_WIDTH-1:0]                    WB_RDATA,
    output wire                                     WB_ERR,
    output wire [NUM_HL_NEURONS+NUM_OL_NEURONS-1:0] SCI_CSN,
    output wire                                     SCI_REQ,
    inout wire                                      SCI_RESP,
    inout wire                                      SCI_ACK
);
    localparam SCI_MASTER_ADDR_WIDTH = (OL_ADDR_WIDTH > HL_ADDR_WIDTH) ? OL_ADDR_WIDTH : HL_ADDR_WIDTH;
    localparam IDLE = 1'b0;
    localparam WAIT = 1'b1;
    reg                                         curr_state;
    wire                                        wb_stall;
    reg                                         wb_ack;
    reg [DATA_WIDTH-1:0]                        wb_rdata;
    wire                                        wb_err;
    reg [ADDR_WIDTH-1:0]                        wb_addr;
    wire                                        layer_select;
    wire [6:0]                                  neuron_select;
    wire [7:0]                                  reg_select;
    reg                                         sci_master_req;
    reg                                         sci_master_wnr;
    wire [HL_ADDR_WIDTH-1:0]                    hl_sci_master_addr;
    wire [OL_ADDR_WIDTH-1:0]                    ol_sci_master_addr;
    wire [NUM_HL_NEURONS-1:0]                   hl_sci_master_csn_in;
    wire [NUM_OL_NEURONS-1:0]                   ol_sci_master_csn_in;
    reg [DATA_WIDTH-1:0]                        sci_master_data_in;
    reg                                         sci_master_ack;
    wire [DATA_WIDTH-1:0]                       sci_master_data_out;
    wire                                        hl_sci_master_req;
    wire                                        hl_sci_master_ack;
    wire [DATA_WIDTH-1:0]                       hl_sci_master_data_out;
    wire                                        ol_sci_master_req;
    wire                                        ol_sci_master_ack;
    wire [DATA_WIDTH-1:0]                       ol_sci_master_data_out;
    wire [NUM_HL_NEURONS-1:0]                   hl_sci_csn;
    wire [NUM_OL_NEURONS-1:0]                   ol_sci_csn;
    wire                                        hl_sci_req;
    wire                                        ol_sci_req;
    assign { layer_select, neuron_select, reg_select } = wb_addr[15:0];
    assign hl_sci_master_addr   = reg_select[HL_ADDR_WIDTH-1:0];
    assign ol_sci_master_addr   = reg_select[OL_ADDR_WIDTH-1:0];
    assign hl_sci_master_csn_in = (layer_select == 1'b0) ? {NUM_HL_NEURONS{1'b1}} & ~(1 << neuron_select) : {NUM_HL_NEURONS{1'b1}};
    assign ol_sci_master_csn_in = (layer_select == 1'b1) ? {NUM_OL_NEURONS{1'b1}} & ~(1 << neuron_select) : {NUM_OL_NEURONS{1'b1}};
    always @(posedge CLK) begin
        if(!RSTN) begin
            wb_ack <= 1'b0;
            sci_master_req <= 1'b0;
            curr_state <= IDLE;
        end
        else begin
            wb_ack <= 1'b0;
            sci_master_req <= 1'b0;
            case(curr_state)
                IDLE : begin
                    if(!WB_ACK && WB_CYC && WB_STB) begin
                        wb_addr <= (WB_ADDR >> 2);
                        sci_master_data_in <= WB_WDATA;
                        sci_master_req <= 1'b1;
                        sci_master_wnr <= WB_WE;
                        curr_state <= WAIT;
                    end
                end
                WAIT : begin
                    if(sci_master_wnr && sci_master_ack) begin
                        wb_ack <= 1'b1;
                        curr_state <= IDLE;
                    end
                    else if(!sci_master_wnr && sci_master_ack) begin
                        wb_ack <= 1'b1;
                        wb_rdata <= sci_master_data_out;
                        curr_state <= IDLE;
                    end
                end
            endcase
        end
    end
    assign wb_stall = (curr_state == IDLE) ? 1'b0 : 1'b1;
    assign wb_err   = (curr_state == 2'b11) ? 1'b1 : 1'b0;
    assign hl_sci_master_req    = sci_master_req & ~layer_select;
    assign ol_sci_master_req    = sci_master_req & layer_select;
    assign sci_master_ack       = (layer_select == 1'b0) ? hl_sci_master_ack : ol_sci_master_ack;
    assign sci_master_data_out  = (layer_select == 1'b0) ? hl_sci_master_data_out : ol_sci_master_data_out;
    SCI_MASTER #(
        .ADDR_WIDTH         (HL_ADDR_WIDTH),
        .DATA_WIDTH         (DATA_WIDTH),
        .NUM_PERIPHERALS    (NUM_HL_NEURONS)
    )
    HL_SCI_MASTER (
        .CLK        (CLK),
        .RSTN       (RSTN),
        .REQ        (hl_sci_master_req),
        .WNR        (sci_master_wnr),
        .ADDR       (hl_sci_master_addr),
        .CSN_IN     (hl_sci_master_csn_in),
        .DATA_IN    (sci_master_data_in),
        .ACK        (hl_sci_master_ack),
        .DATA_OUT   (hl_sci_master_data_out),
        .SCI_CSN    (hl_sci_csn),
        .SCI_REQ    (hl_sci_req),
        .SCI_RESP   (SCI_RESP),
        .SCI_ACK    (SCI_ACK)
    );
    SCI_MASTER #(
        .ADDR_WIDTH         (OL_ADDR_WIDTH),
        .DATA_WIDTH         (DATA_WIDTH),
        .NUM_PERIPHERALS    (NUM_OL_NEURONS)
    )
    OL_SCI_MASTER (
        .CLK        (CLK),
        .RSTN       (RSTN),
        .REQ        (ol_sci_master_req),
        .WNR        (sci_master_wnr),
        .ADDR       (ol_sci_master_addr),
        .CSN_IN     (ol_sci_master_csn_in),
        .DATA_IN    (sci_master_data_in),
        .ACK        (ol_sci_master_ack),
        .DATA_OUT   (ol_sci_master_data_out),
        .SCI_CSN    (ol_sci_csn),
        .SCI_REQ    (ol_sci_req),
        .SCI_RESP   (SCI_RESP),
        .SCI_ACK    (SCI_ACK)
    );
    assign WB_STALL = wb_stall;
    assign WB_ACK   = wb_ack;
    assign WB_RDATA = wb_rdata;
    assign WB_ERR   = wb_err;
    assign SCI_CSN  = { ol_sci_csn, hl_sci_csn };
    assign SCI_REQ  = (layer_select == 1'b0) ? hl_sci_req : ol_sci_req;
    reg [15:0] counter;
    always @(posedge CLK) begin
        if(!RSTN) begin
            counter <= 0;
        end
        else begin
            counter <= counter + 1;
        end
    end
endmodule
`default_nettype wire
==> notes.org <==
#+TITLE: Implementation results

** STA
- Period Utilization, post-route :: 0.398
- Max-slew violation count :: 0
- In this run the tightest slew margin relative to its limit is 0.406.
- Slew at the pin closest to its max-slew limit :: roughly 0.89 ns
- The clock period could shrink to roughly 3.3 ns.
- Timing would allow up to 303 MHz.
- Setup repair after global routing left no endpoint under its margin.
- Setup total negative slack on the finished layout was measured at 0 ns.
- After layout, the setup clock skew is reported as ~0.0062 ns.
- Total count of hold-check failures in the final report :: 0
- Per the finish-stage timing summary, setup violations number 0.

** Cells and area
- Post-synthesis to final-layout area growth :: 19.4%
- Share of final-layout standard cells stronger than drive strength 1 :: 0.163

** CTS
- Buffers added to address setup during post-CTS repair amount to 0.
- Clock tree synthesis selected as its root buffer the cell sky130_fd_sc_hd__clkbuf_16.
- The skew report gives the latency at the later pin of the worst-skew pair as 0.41 ns.
- Clock edge transition at the registers on the reported setup and hold paths :: roughly 0.060 ns
- Clock Sinks :: 164
- CTS reports a maximum clock tree buffer depth of 2.
- After clock tree synthesis, the repair step resized 0 gates.
- Hold Buf Count CTS :: 0
- The clock tree synthesis step divided the H-tree into 4 levels.
- TritonCTS built the clock tree.
- Number of buffers inserted during clock tree synthesis :: 17

** Critical path
- The critical path in this run is classified as register to output port.
- According to the timing report, the data required time at the worst endpoint equals 6.64 ns.
- Data arrival at the endpoint of the critical path :: 1.64 ns
- STA classifies the critical path startpoint as a register.
- STA lists the maximum fanout along the critical path as 6.
- Kind of end point of the critical path :: output port

** Global route
- Overall track demand over capacity in global routing :: 0.164
- The number of antenna violations at the first check in global routing is 0.
- Wire length of the first global-routing pass :: 15800 um
- Entering global routing, the biggest net connects 48 pins.
- Number of global-route vias before repair :: 3199
- Summed over all layers, the global routing overflow is 0.

** Synth
- In this run, synthesis inferred between 100 and 150 flip-flops with an integrated enable.
- Post-synthesis cell type with the largest instance count :: sky130_fd_sc_hd__edfxtp_1
- The commonest cells after synthesis are sky130_fd_sc_hd__edfxtp_1, sky130_fd_sc_hd__dfxtp_1, sky130_fd_sc_hd__buf_4.
- Chip area in the Yosys report :: between 0.006 and 0.007 mm^2
- Top cells by area :: sky130_fd_sc_hd__edfxtp_1, sky130_fd_sc_hd__dfxtp_1, sky130_fd_sc_hd__mux2_2
- Count of different cell masters after synthesis :: 40
- Synth warn :: 12
- Summing every instance area after synthesis gives 0.00652 mm^2.
- The area fraction of the largest cell type after synthesis is 0.548.
- Post-synth regs :: 164
- sky130_fd_sc_hd__edfxtp_1 takes more of the synthesized area than any other cell.
- Per the synth stats, the proportion of register bits with asynchronous set or reset is 0.
- For this design, Yosys synthesis ends with a cell count of roughly 430.
- The share of the Yosys chip area taken by registers is 0.686.
- The average instance in the mapped netlist occupies 15.3 um^2.
- Synthesized instance count :: approximately 430
- For this run, the leading register cell type out of synthesis is sky130_fd_sc_hd__edfxtp_1.

** Routing
- Met3 wire length :: 444 um
- The script logs the mean routed wire length per placed instance as 14.0 um.
- The first detailed-routing pass ran for 4 iterations.
- Per the log, the first TritonRoute iteration ended with a DRC count of roughly 220.
- N_diodes :: 0
- Met2 wire length :: 4480 um
- Number of routed nets with antenna violations :: 0
- Routed WL :: roughly 9500 um
- Vias :: 3317
- The routed wirelength on the met1 layer is recorded as approximately 4500 um.
- Dividing the detail-routed via count by the number of cells gives 4.87.
- Residual DRC :: 0
- Highest routed layer :: met4

** Die
- Per the OpenROAD floorplan log, the area of the die is around 0.014 mm^2.
- Area of the core :: 0.0127 mm^2
- Width of the chip :: 116 um
- For this design the top-level I/O count stands at 125.
- Die y size :: 116 um
- Std-Cell Rows :: 41
- For this configuration, the core starts out at a cell density of 0.515.

** Job
- The tool flagged a number of max-cap violations equal to 0.
- Log Warnings :: 50

** Worst hold path
- In this run the worst hold path is classified as register to register.

** Pwr
- The share of total power dissipated in the clock network is 0.422.
- Total power :: 1.75 mW
- Dividing total power by cell area gives a power density of 225 mW/mm^2.
- Per the power-grid run, VDD falls by no more than 0.137 mV.
- Switching power share of the total :: 0.197
- The leakage component of the power was reported as 2.80 nW.
- Combinational group share of total power :: 0.050
- Register share of total power :: 0.528
- Reported net switching power :: 0.345 mW
- Cell internal power dissipation :: 1.41 mW

** Placed design
- Gpl congestion :: 0.788
- Total half-perimeter wirelength after legalization and detailed placement :: 5760 um
- Buffers placed on the I/O ports in this run total 65.

** Outcome
- The flow ran to the end, and the final reports show no timing, DRC or antenna violations.
-- routing by layer --
| metal | vias up | track usage |
|---|---|---|
| li1 | 1633 | - |
| met1 | 1603 | 0.284 |
| met2 | 74 | 0.242 |
| met3 | 7 | 0.0433 |
| met4 | 0 | 0.0248 |
| met5 | - | 0 |
-- cell type report --
class / count / area (um^2)
repair buffers: 71 / 696
clock inverters: 8 / 73.8
fillers: 1005 / 4880
inverters: 7 / 26.3
multi-input cells: 235 / 1800
flip-flops and latches: 164 / 4470
well taps: 172 / 215
clock buffers: 24 / 502
-- worst max-delay path, stage by stage (launching register included) --
cell	delay [ns]
sky130_fd_sc_hd__edfxtp_1	0.45
sky130_fd_sc_hd__mux2_2	0.37
sky130_fd_sc_hd__clkdlybuf4s50_1	0.41
-- final timing paths --
check                                              start                                             end  slack, ns  cells after the start
worst max-delay path                         wb_addr[15]                                         SCI_REQ       5.00                      2
worst min-delay path            HL_SCI_MASTER.sci_resp_q     HL_SCI_MASTER.ACK_Q_EDGE_DETECTOR.sample_in       0.38                      0
worst max register to register               wb_addr[15]  OL_SCI_MASTER.WDATA_BUFFER.genblk1[23].DFFEN.q       6.12                      4
worst min register to register  HL_SCI_MASTER.sci_resp_q     HL_SCI_MASTER.ACK_Q_EDGE_DETECTOR.sample_in       0.38                      0
-- through the flow --
step	instance area, um^2	setup slack, ns	hold slack (ns)	std cells	util
floorplan	6650	1.40	0.360	459	-
global placement	7210	4.60	0.366	649	0.569
detailed placement	7210	4.60	0.373	649	0.569
CTS	7790	4.97	0.383	681	0.615
global route	7790	4.92	0.399	681	0.615
finish	7790	5.00	0.381	681	0.615
-- flip-flops by register name (all words and copies together) (netlist names), 3 cells and up --
register and count:
OL_SCI_MASTER.sci_csn 5, HL_SCI_MASTER.ADDR_COUNTER.value 3, OL_SCI_MASTER.curr_state 4, OL_SCI_MASTER.ADDR_BUFFER.genblk1.DFFEN.q 4, wb_addr 13, HL_SCI_MASTER.ADDR_BUFFER.genblk1.DFFEN.q 5
HL_SCI_MASTER.curr_state 4, HL_SCI_MASTER.WDATA_BUFFER.genblk1.DFFEN.q 32, sci_master_data_in 32, HL_SCI_MASTER.sci_csn 8, OL_SCI_MASTER.WDATA_BUFFER.genblk1.DFFEN.q 32, OL_SCI_MASTER.DATA_COUNTER.value 5
HL_SCI_MASTER.DATA_COUNTER.value 5
-- cells in the final DEF, fill, tap and decap left out, drive strengths merged, types with 3 or more instances in the layout --
cell type / instances
a21oi: 8
a22oi: 12
buf: 6
clkbuf: 24
clkdlybuf4s50: 65
clkinv: 5
conb: 36
dfxtp: 45
edfxtp: 119
ha: 7
inv: 7
mux2: 70
mux2i: 6
nand2: 10
nand2b: 9
nand4: 3
nor2: 33
nor2b: 3
nor4: 7
xnor2: 4
xor2: 5
-- power by group through the flow --
| stage | Sequential (mW) | Clock (mW) | Combinational (mW) |
|---|---|---|---|
| CTS | 0.926 | 0.760 | 0.0887 |
| global route | 0.929 | 0.793 | 0.0995 |
| finish | 0.925 | 0.740 | 0.0870 |
-- cell families (layout without fill, tap and decap cells) --
family | count (synthesis) | after routing | synth area share
flip-flops | 164 | 164 | 0.686
AND-OR/OR-AND | 28 | 28 | 0.0315
AND/OR/NAND/NOR | 79 | 79 | 0.0671
multiplexers | 76 | 76 | 0.130
other | 2 | 36 | 0.00115
buffers and inverters | 60 | 110 | 0.0587
XOR/XNOR | 9 | 9 | 0.0121
adder cells (fa/ha/maj) | 7 | 7 | 0.0134
Power figures rest on the tool's default switching activity, not on a simulated workload.
