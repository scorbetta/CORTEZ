**./run.sh**
```bash
#!/bin/bash
# OpenROAD 26Q1-2900-gdf79404cd8, Yosys 0.63+post, stock flow scripts
make -C /OpenROAD-flow-scripts/flow DESIGN_CONFIG=/design/flow/config.mk WORK_HOME=/design/flow/orfs finish
```
**./config.mk**
```make
export PLATFORM = sky130hd
export DESIGN_NAME = FIXED_POINT_ACT_FUN
export DESIGN_NICKNAME = FIXED_POINT_ACT_FUN
export VERILOG_FILES = /design/flow/design.v
export SDC_FILE = /design/flow/constraint.sdc
export NUM_CORES = 4
export LEC_CHECK = 1
export CORE_UTILIZATION = 40
```
**./constraint.sdc**
```tcl
current_design FIXED_POINT_ACT_FUN

set clk_period 4.4
set clk_io_pct 0.2

create_clock -name clk0 -period $clk_period [get_ports {CLK}]

set non_clock_inputs [all_inputs -no_clocks]
set_input_delay [expr $clk_period * $clk_io_pct] -clock clk0 $non_clock_inputs
set_output_delay [expr $clk_period * $clk_io_pct] -clock clk0 [all_outputs]
```
**./design.v**
```verilog
`default_nettype none
module FIXED_POINT_ABS
#(
    parameter WIDTH = 8
)
(
    input wire                      CLK,
    input wire                      RSTN,
    input wire signed [WIDTH-1:0]   VALUE_IN,
    input wire                      VALID_IN,
    output wire signed [WIDTH-1:0]  VALUE_OUT,
    output wire                     VALID_OUT,
    output wire                     OVERFLOW
);
    reg signed [WIDTH-1:0]  value_out;
    reg                     valid_out;
    wire                    sign;
    wire signed [WIDTH-1:0] value_negated;
    wire signed [WIDTH-1:0] value_converted;
    wire                    valid_converted;
    wire signed [WIDTH-1:0] value_b_in;
    assign sign = VALUE_IN[WIDTH-1];
    assign value_negated = ~VALUE_IN;
    assign value_b_in = { {WIDTH-1{1'b0}}, 1'b1 };
    FIXED_POINT_ADD #(
        .WIDTH  (WIDTH)
    )
    ADDER (
        .CLK        (CLK),
        .RSTN       (RSTN),
        .VALUE_A_IN (value_negated),
        .VALUE_B_IN (value_b_in),
        .VALID_IN   (VALID_IN),
        .VALUE_OUT  (value_converted),
        .VALID_OUT  (valid_converted),
        .OVERFLOW   (OVERFLOW)
    );
    always @(posedge CLK) begin
        if(!RSTN) begin
            valid_out <= 1'b0;
        end
        else begin
            valid_out <= 1'b0;
            if(VALID_IN && !sign) begin
                value_out <= VALUE_IN;
                valid_out <= 1'b1;
            end
            else if(valid_converted && sign) begin
                value_out <= value_converted;
                valid_out <= 1'b1;
            end
        end
    end
    assign VALUE_OUT    = value_out;
    assign VALID_OUT    = valid_out;
endmodule
`default_nettype wire
`default_nettype none
module FIXED_POINT_ACT_FUN
#(
    parameter WIDTH         = 16,
    parameter FRAC_BITS     = 13
)
(
    input wire                      CLK,
    input wire                      RSTN,
    input wire signed [WIDTH-1:0]   VALUE_IN,
    input wire                      VALID_IN,
    output wire signed [WIDTH-1:0]  VALUE_OUT,
    output wire                     VALID_OUT,
    output wire                     OVERFLOW
);
    wire                    sign;
    wire                    value_gt_f0;
    wire                    value_eq_f0;
    wire                    value_lt_z3;
    wire                    value_gt_z3;
    wire                    value_eq_z3;
    wire                    value_lt_z4;
    wire                    value_gt_z4;
    wire                    value_eq_z4;
    wire                    value_lt_fp;
    wire                    value_gt_fp;
    wire                    value_eq_fp;
    reg signed [WIDTH-1:0]  m;
    reg signed [WIDTH-1:0]  qp;
    reg signed [WIDTH-1:0]  qn;
    wire signed [WIDTH-1:0] m_times_x;
    wire                    m_times_x_valid;
    wire signed [WIDTH-1:0] value_in_abs;
    wire                    abs_valid;
    wire signed [WIDTH-1:0] line_q1_out;
    wire                    line_q1_valid;
    wire signed [WIDTH-1:0] line_out;
    wire                    line_valid;
    wire                    abs_overflow;
    wire                    mul_overflow;
    wire                    add_overflow;
    wire                    change_sign_overflow;
    reg                     overflow;
localparam F0_X             = 8'h00;  
localparam Z3_X             = 8'h15;  
localparam Z4_X             = 8'h24;  
localparam FP_X             = 8'h40;  
localparam LINE_M_F0_Z3     = 8'h1C;  
localparam LINE_QP_F0_Z3    = 8'h00;  
localparam LINE_M_Z3_Z4     = 8'h0F;  
localparam LINE_QP_Z3_Z4    = 8'h08;  
localparam LINE_M_Z4_FP     = 8'h06;  
localparam LINE_QP_Z4_FP    = 8'h12;  
localparam LINE_M_FP_INF    = 8'h00;  
localparam LINE_QP_FP_INF   = 8'h20;  
localparam LINE_QN_F0_Z3    = -LINE_QP_F0_Z3;
localparam LINE_QN_Z3_Z4    = -LINE_QP_Z3_Z4;
localparam LINE_QN_Z4_FP    = -LINE_QP_Z4_FP;
localparam LINE_QN_FP_INF   = -LINE_QP_FP_INF;
    FIXED_POINT_ABS #(
        .WIDTH  (WIDTH)
    )
    ABS_ENGINE (
        .CLK        (CLK),
        .RSTN       (RSTN),
        .VALUE_IN   (VALUE_IN),
        .VALID_IN   (VALID_IN),
        .VALUE_OUT  (value_in_abs),
        .VALID_OUT  (abs_valid),
        .OVERFLOW   (abs_overflow)
    );
    FIXED_POINT_COMP #(
        .WIDTH  (WIDTH)
    )
    COMP_F0_Z3_0 (
        .VALUE_A_IN (value_in_abs),
        .VALUE_B_IN (F0_X),
        .GT         (value_gt_f0),
        .EQ         (value_eq_f0),
        .LT         ()  
    );
    FIXED_POINT_COMP #(
        .WIDTH  (WIDTH)
    )
    COMP_F0_Z3_1 (
        .VALUE_A_IN (value_in_abs),
        .VALUE_B_IN (Z3_X),
        .GT         (),  
        .EQ         (),  
        .LT         (value_lt_z3)
    );
    FIXED_POINT_COMP #(
        .WIDTH  (WIDTH)
    )
    COMP_Z3_Z4_0 (
        .VALUE_A_IN (value_in_abs),
        .VALUE_B_IN (Z3_X),
        .GT         (value_gt_z3),
        .EQ         (value_eq_z3),
        .LT         ()  
    );
    FIXED_POINT_COMP #(
        .WIDTH  (WIDTH)
    )
    COMP_Z3_Z4_1 (
        .VALUE_A_IN (value_in_abs),
        .VALUE_B_IN (Z4_X),
        .GT         (),  
        .EQ         (),  
        .LT         (value_lt_z4)
    );
    FIXED_POINT_COMP #(
        .WIDTH  (WIDTH)
    )
    COMP_Z4_FP_0 (
        .VALUE_A_IN (value_in_abs),
        .VALUE_B_IN (Z4_X),
        .GT         (value_gt_z4),
        .EQ         (value_eq_z4),
        .LT         ()  
    );
    FIXED_POINT_COMP #(
        .WIDTH  (WIDTH)
    )
    COMP_Z4_FP_1 (
        .VALUE_A_IN (value_in_abs),
        .VALUE_B_IN (FP_X),
        .GT         (),  
        .EQ         (),  
        .LT         (value_lt_fp)
    );
    FIXED_POINT_COMP #(
        .WIDTH  (WIDTH)
    )
    COMP_FP_INF_0 (
        .VALUE_A_IN (value_in_abs),
        .VALUE_B_IN (FP_X),
        .GT         (value_gt_fp),
        .EQ         (value_eq_fp),
        .LT         ()  
    );
    assign sign = VALUE_IN[WIDTH-1];
    always @* begin
        if((value_gt_f0 || value_eq_f0) && value_lt_z3) begin
            m = LINE_M_F0_Z3;
            qp = LINE_QP_F0_Z3;
            qn = LINE_QN_F0_Z3;
        end
        else if((value_gt_z3 || value_eq_z3) && value_lt_z4) begin
            m = LINE_M_Z3_Z4;
            qp = LINE_QP_Z3_Z4;
            qn = LINE_QN_Z3_Z4;
        end
        else if((value_gt_z4 || value_eq_z4) && value_lt_fp) begin
            m = LINE_M_Z4_FP;
            qp = LINE_QP_Z4_FP;
            qn = LINE_QN_Z4_FP;
        end
        else if(value_gt_fp || value_eq_fp) begin
            m = LINE_M_FP_INF;
            qp = LINE_QP_FP_INF;
            qn = LINE_QN_FP_INF;
        end
        else begin
            m = LINE_M_FP_INF;
            qp = LINE_QP_FP_INF;
            qn =LINE_QN_FP_INF;
        end
    end
    FIXED_POINT_MUL #(
        .WIDTH      (WIDTH),
        .FRAC_BITS  (FRAC_BITS)
    )
    LINE_MUL (
        .CLK        (CLK),
        .RSTN       (RSTN),
        .VALUE_A_IN (value_in_abs),
        .VALUE_B_IN (m),
        .VALID_IN   (abs_valid),
        .VALUE_OUT  (m_times_x),
        .VALID_OUT  (m_times_x_valid),
        .OVERFLOW   (mul_overflow)
    );
    FIXED_POINT_ADD #(
        .WIDTH  (WIDTH)
    )
    LINE_ADD (
        .CLK        (CLK),
        .RSTN       (RSTN),
        .VALUE_A_IN (m_times_x),
        .VALUE_B_IN (qp),
        .VALID_IN   (m_times_x_valid),
        .VALUE_OUT  (line_q1_out),
        .VALID_OUT  (line_q1_valid),
        .OVERFLOW   (add_overflow)
    );
    FIXED_POINT_CHANGE_SIGN #(
        .WIDTH  (WIDTH)
    )
    SIGN_ADJUST (
        .CLK            (CLK),
        .RSTN           (RSTN),
        .TARGET_SIGN    (sign),
        .VALUE_IN       (line_q1_out),
        .VALID_IN       (line_q1_valid),
        .VALUE_OUT      (line_out),
        .VALID_OUT      (line_valid),
        .OVERFLOW       (change_sign_overflow)
    );
    always @(posedge CLK) begin
        if(!RSTN || VALID_IN) begin
            overflow <= 1'b0;
        end
        else begin
            if(abs_valid && abs_overflow) begin
                overflow <= 1'b1;
            end
            if(m_times_x_valid && mul_overflow) begin
                overflow <= 1'b1;
            end
            if(line_q1_valid && add_overflow) begin
                overflow <= 1'b1;
            end
            if(line_valid && change_sign_overflow) begin
                overflow <= 1'b1;
            end
        end
    end
    assign VALUE_OUT    = line_out;
    assign VALID_OUT    = line_valid;
    assign OVERFLOW     = overflow;
endmodule
`default_nettype wire
`default_nettype none
module FIXED_POINT_ADD
#(
    parameter WIDTH = 8
)
(
    input wire                      CLK,
    input wire                      RSTN,
    input wire signed [WIDTH-1:0]   VALUE_A_IN,
    input wire signed [WIDTH-1:0]   VALUE_B_IN,
    input wire                      VALID_IN,
    output wire signed [WIDTH-1:0]  VALUE_OUT,
    output wire                     VALID_OUT,
    output wire                     OVERFLOW
);
    reg signed [WIDTH-1:0]  value_out;
    reg                     valid_out;
    wire                    overflow;
    wire                    value_a_sign;
    wire                    value_b_sign;
    wire                    value_out_sign;
    always @(posedge CLK) begin
        if(!RSTN) begin
            valid_out <= 1'b0;
            value_out <= 0;
        end
        else begin
            valid_out <= 1'b0;
            if(VALID_IN) begin
                value_out <= VALUE_A_IN + VALUE_B_IN;
                valid_out <= 1'b1;
            end
        end
    end
    assign value_a_sign     = VALUE_A_IN[WIDTH-1];
    assign value_b_sign     = VALUE_B_IN[WIDTH-1];
    assign value_out_sign   = VALUE_OUT[WIDTH-1];
    assign overflow         = (value_a_sign & value_b_sign & ~value_out_sign) | (~value_a_sign & ~value_b_sign & value_out_sign);
    assign VALUE_OUT    = value_out;
    assign VALID_OUT    = valid_out;
    assign OVERFLOW     = overflow;
endmodule
`default_nettype wire
`default_nettype none
module FIXED_POINT_CHANGE_SIGN
#(
    parameter WIDTH = 8
)
(
    input wire                      CLK,
    input wire                      RSTN,
    input wire                      TARGET_SIGN,
    input wire signed [WIDTH-1:0]   VALUE_IN,
    input wire                      VALID_IN,
    output wire signed [WIDTH-1:0]  VALUE_OUT,
    output wire                     VALID_OUT,
    output wire                     OVERFLOW
);
     reg signed [WIDTH-1:0]     value_out;
     reg                        valid_out;
     wire                       sign;
     wire                       sign_match;
     wire signed [WIDTH-1:0]    value_negated;
     wire signed [WIDTH-1:0]    value_converted;
     wire                       valid_converted;
     wire signed [WIDTH-1:0]    value_b_in;
     wire                       valid_in_filtered;
     wire                       add_overflow;
     reg                        overflow;
    assign sign = VALUE_IN[WIDTH-1];
    assign valid_in_filtered    = VALID_IN & ~sign_match;
    assign value_negated        = ~VALUE_IN;
    assign value_b_in           = { {WIDTH-1{1'b0}}, 1'b1 };
    FIXED_POINT_ADD #(
        .WIDTH  (WIDTH)
    )
    ADDER (
        .CLK        (CLK),
        .RSTN       (RSTN),
        .VALUE_A_IN (value_negated),
        .VALUE_B_IN (value_b_in),
        .VALID_IN   (valid_in_filtered),
        .VALUE_OUT  (value_converted),
        .VALID_OUT  (valid_converted),
        .OVERFLOW   (add_overflow)
    );
    assign sign_match = (sign & TARGET_SIGN) | (!sign & !TARGET_SIGN);
    always @(posedge CLK) begin
        if(!RSTN) begin
            valid_out <= 1'b0;
        end
        else begin
            valid_out <= 1'b0;
            if(VALID_IN && sign_match) begin
                value_out <= VALUE_IN;
                valid_out <= 1'b1;
                overflow <= 1'b0;
            end
            else if(valid_converted) begin
                value_out <= value_converted;
                valid_out <= 1'b1;
                overflow <= add_overflow;
            end
        end
    end
    assign VALUE_OUT    = value_out;
    assign VALID_OUT    = valid_out;
    assign OVERFLOW     = overflow;
endmodule
`default_nettype wire
`default_nettype none
module FIXED_POINT_COMP
#(
    parameter WIDTH = 8
)
(
    input wire signed [WIDTH-1:0]   VALUE_A_IN,
    input wire signed [WIDTH-1:0]   VALUE_B_IN,
    output wire                     GT,
    output wire                     EQ,
    output wire                     LT
);
    wire gt;
    wire eq;
    wire lt;
    assign gt = ( VALUE_A_IN > VALUE_B_IN ? 1'b1 : 1'b0 );
    assign eq = ( VALUE_A_IN == VALUE_B_IN ? 1'b1 : 1'b0 );
    assign lt = ~gt & ~eq;
    assign GT = gt;
    assign EQ = eq;
    assign LT = lt;
endmodule
`default_nettype wire
`default_nettype none
module FIXED_POINT_MUL
#(
    parameter WIDTH     = 8,
    parameter FRAC_BITS = 3
)
(
    input wire                      CLK,
    input wire                      RSTN,
    input wire signed [WIDTH-1:0]   VALUE_A_IN,
    input wire signed [WIDTH-1:0]   VALUE_B_IN,
    input wire                      VALID_IN,
    output wire signed [WIDTH-1:0]  VALUE_OUT,
    output wire                     VALID_OUT,
    output wire                     OVERFLOW
);
    reg signed [2*WIDTH-1:0]    a_times_b;
    reg                         mul_valid;
    wire                        overflow;
    wire                        value_a_sign;
    wire                        value_b_sign;
    wire                        value_out_sign;
    always @(posedge CLK) begin
        if(!RSTN) begin
            a_times_b <= 0;
            mul_valid <= 1'b0;
        end
        else begin
            mul_valid <= 1'b0;
            if(VALID_IN) begin
                a_times_b <= VALUE_A_IN * VALUE_B_IN;
                mul_valid <= 1'b1;
            end
        end
    end
    assign value_a_sign     = VALUE_A_IN[WIDTH-1];
    assign value_b_sign     = VALUE_B_IN[WIDTH-1];
    assign value_out_sign   = VALUE_OUT[WIDTH-1];
    assign overflow         = (~value_a_sign & ~value_b_sign & value_out_sign) | (~value_a_sign & value_b_sign & ~value_out_sign) | (value_a_sign & ~value_b_sign & ~value_out_sign) | (value_a_sign & value_b_sign & value_out_sign);
    assign VALUE_OUT    = a_times_b[FRAC_BITS +: WIDTH];
    assign VALID_OUT    = mul_valid;
    assign OVERFLOW     = overflow;
endmodule
`default_nettype wire
```
==> run notes <==
Summary of implementation figures.

Run status
The flow ran to the end, and the final reports show no timing, DRC or antenna violations.

Synthesis
The combined area of all synthesized cells is 6560 µm². The area reported by Yosys stat is 6560 µm². After technology mapping, the gate count stands at 705. The number of synthesized flops with an enable pin is 33. In the synthesized netlist, the cells that appear most often are 95 x sky130_fd_sc_hd__inv_1, 86 x sky130_fd_sc_hd__nor2_1, 58 x sky130_fd_sc_hd__dfxtp_1.

The post-synthesis register bit count is 91. The number of distinct standard cells referenced by the synthesized netlist is 52. The total cells reported by yosys after synthesis is 705.

The fraction of registers with async set or reset after synthesis is 0. The main area contributors are sky130_fd_sc_hd__dfxtp_1 18%, sky130_fd_sc_hd__edfxtp_1 15%, sky130_fd_sc_hd__fa_1 14%. The biggest area contributor in the post-synthesis netlist is sky130_fd_sc_hd__dfxtp_1. In this run the mean area of a mapped cell was 9.31 µm². Of the synthesized area, sequential elements account for 0.328. The fraction of post-synthesis cell area in the top cell type by area is 0.177. Among all cell types in the netlist, the one instantiated most often is sky130_fd_sc_hd__inv_1. Counting the warning lines in the Yosys log gives 5. In the synthesized netlist the dominant register cell turns out to be sky130_fd_sc_hd__dfxtp_1.

Floorplan
The placeable core region is 15900 µm². From left edge to right edge, the die measures 130 µm. The effective utilization at floorplan is 0.412. The die is 130 µm tall. The site row count is 46. According to the floorplan report, the total die area is 16900 µm².

The total I/O pin count is 37.

Power and ir drop
The share of total power dissipated in combinational logic is 0.379. Internal power comes to 0.00177 W. The maximum VDD drop is 172 µV. The clock network fraction of design power is 0.270. For this design the static power due to leakage is 3.37 nW. Of the total power, registers draw 0.350. The switching portion of total power comes to 0.350. The net switching power of the design is 0.000950 W. The flow reported a cell area power density of 356 nW/µm². The design draws 0.00272 W.

Place
The detailed placement HPWL is 9730 µm. The final weighted congestion recorded by global placement is 0.950. The number of buffers added on ports is 36.

Worst setup path
For the worst reg-to-reg path, the startpoint reported by OpenROAD is ABS_ENGINE.value_out[15]$_DFFE_PP_. Along the worst path, the maximum fanout reaches 12. STA classifies the critical path endpoint as a register. The start point of the critical path is ABS_ENGINE.value_out[15]$_DFFE_PP_. The data required time of the worst path is 4650 ps.

By startpoint and endpoint, the worst setup path is classified as reg2reg. The worst setup path is launched from a register. At the worst endpoint, the arrival time is 3460 ps.

Global route
The overall overflow remaining after global route is 0. The initial antenna violation count is 0. The pin count of the biggest net entering global routing is 29.

The global-route total usage across every layer is 0.166. The via count of the first global-routing pass is 4553. The first global-routing pass estimated 21700 µm of wire.

CTS
The post-CTS resize count is 0. The number of setup buffers added after CTS is 0. The root buffer cell is sky130_fd_sc_hd__clkbuf_16. The number of H-tree branching levels is 3.

Buffers inserted to repair hold after CTS numbered 0. TritonCTS built the clock tree. TritonCTS created 9 clock buffers.

The number of sinks driven by the clock tree is 91. No sink is reached through more buffers than the 2 on the longest clock path. The clock-pin transition on the worst setup and hold timing paths is 60 ps.

The clock network latency to the later pin of the worst-skew pair is 330 ps.

Flow run
The tally of max-capacitance violations is 0. The OpenROAD warning count is 25.

Route
After detailed routing, the number of remaining DRC violations is 0. After detailed routing, the total wire length is 12300 µm. The final antenna-violating net count is 0. The routed design shows a via density per instance of 4.77. The detailed router placed 4807 vias in this run. The number of antenna diodes in the final layout is 0. The mean routed wirelength per cell is 12.2 µm.

The detailed router finished its first iteration with 220 violations. According to the report, the first pass of detailed routing completed in 4 iterations.

Final timing
Setup repair after global routing left no endpoint under its margin. The total setup violations reported at the end of the flow is 0. At the pin with the least slew margin, the transition time is 771 ps.

After routing, the total negative slack on setup checks comes to 0 ps. The final count of pins violating max slew is 0. The setup clock skew after layout is 4.57 ps.

In the finished design, the share of the clock period the worst path needs comes to 0.729. The minimum clock period is 3210 ps. The worst-case headroom to the max-slew limit is 0.485.

Hold-check failures listed in the final report amount to 0. Derived from the worst setup path, the maximum achievable clock frequency is 312 MHz.

Cells and area
In the final layout, the fill cell count is 1481. Per the final layout report, the fraction of cells sized above drive strength 1 comes to 0.0556. The area growth from synthesis to layout is 16.3%.

Min path
The worst hold path begins at SIGN_ADJUST.ADDER.value_out[5]$_SDFFE_PN0P_. In this run the worst hold path is classified as reg2reg.
## routing by layer
metal	track usage	share of wire	up-vias
li1	-	-	2472
met1	0.273	0.49	2262
met2	0.244	0.45	65
met3	0.0380	0.050	8
met4	0.0103	0.0078	0
met5	0	0	-
## flip-flops by register name, summed over array words and instances, names as in the netlist, 9 cells and up
name,flops
ABS_ENGINE.ADDER.value_out,16
ABS_ENGINE.value_out,16
LINE_ADD.value_out,10
LINE_MUL.a_times_b,9
SIGN_ADJUST.ADDER.value_out,16
SIGN_ADJUST.value_out,16
## layout by cell type, fill, tap and decap left out, types with 9 or more instances in the layout
master	instances
sky130_fd_sc_hd__xor2_1	10
sky130_fd_sc_hd__edfxtp_1	33
sky130_fd_sc_hd__nand3_1	17
sky130_fd_sc_hd__and2_1	13
sky130_fd_sc_hd__nor3_1	11
sky130_fd_sc_hd__and3_1	11
sky130_fd_sc_hd__xnor2_1	27
sky130_fd_sc_hd__mux2i_1	16
sky130_fd_sc_hd__nand3b_1	9
sky130_fd_sc_hd__o21ai_0	28
sky130_fd_sc_hd__dfxtp_1	58
sky130_fd_sc_hd__clkbuf_16	9
sky130_fd_sc_hd__nor4_1	11
sky130_fd_sc_hd__clkdlybuf4s50_1	36
sky130_fd_sc_hd__mux2_2	23
sky130_fd_sc_hd__nor2_1	86
sky130_fd_sc_hd__nand2_1	33
sky130_fd_sc_hd__ha_1	46
sky130_fd_sc_hd__a21oi_1	47
sky130_fd_sc_hd__inv_1	95
sky130_fd_sc_hd__fa_1	47
sky130_fd_sc_hd__conb_1	56
## critical path, cell delays in order (launching register included)
cell	delay [ps]
sky130_fd_sc_hd__edfxtp_1	410
sky130_fd_sc_hd__nor4_1	380
sky130_fd_sc_hd__and3_1	440
sky130_fd_sc_hd__inv_1	210
sky130_fd_sc_hd__nor2_1	360
sky130_fd_sc_hd__ha_1	340
sky130_fd_sc_hd__a21oi_1	160
sky130_fd_sc_hd__nor2_1	60
sky130_fd_sc_hd__nor2_1	160
sky130_fd_sc_hd__nor2b_1	90
sky130_fd_sc_hd__o21ai_0	190
sky130_fd_sc_hd__xor2_1	90
sky130_fd_sc_hd__a211oi_1	230
## final cells by class
class | count | area, µm² | share of cell area
Clock inverter | 7 | 57.6 | 0.00754
Sequential cell | 91 | 2150 | 0.282
Inverter | 96 | 360 | 0.0472
Timing Repair Buffer | 43 | 413 | 0.0541
Tap cell | 216 | 270 | 0.0354
Multi-Input combinational cell | 546 | 4150 | 0.544
Clock buffer | 9 | 225 | 0.0295
## stage by stage
step,hold WS (ps),setup WS (ps),area [µm²],util,instances
floorplan,424,1380,6760,-,759
global placement,436,1040,7350,0.461,992
detailed placement,445,989,7350,0.461,992
CTS,452,1160,7630,0.479,1008
global route,492,818,7630,0.479,1008
finish,448,1190,7630,0.479,1008
## kinds of logic after synthesis
| family | share of synthesized area |
|---|---|
| AND/OR/NAND/NOR | 0.153 |
| buffers and inverters | 0.0700 |
| AND-OR/OR-AND | 0.103 |
| adder cells (fa/ha/maj) | 0.231 |
| flip-flops | 0.328 |
| multiplexers | 0.0639 |
| XOR/XNOR | 0.0494 |
| other | 0.00114 |
## worst paths after layout
check	cells after the start	slack, ps	to
worst max-delay path	12	1190	LINE_ADD.value_out[7]$_SDFFE_PN0P_
worst min-delay path	2	450	SIGN_ADJUST.ADDER.value_out[5]$_SDFFE_PN0P_
worst max register to register	12	1190	LINE_ADD.value_out[7]$_SDFFE_PN0P_
worst min register to register	2	450	SIGN_ADJUST.ADDER.value_out[5]$_SDFFE_PN0P_
## power groups by stage
stage / Clock, W / Sequential [W] / Combinational [W]
CTS: 0.000751 / 0.000952 / 0.00103
finish: 0.000735 / 0.000952 / 0.00103
global route: 0.000785 / 0.000958 / 0.00118
Power is estimated from default activity; no workload was simulated.
