### /design/flow/config.mk
export PLATFORM = sky130hd
export DESIGN_NAME = SCI_SLAVE
export DESIGN_NICKNAME = SCI_SLAVE
export VERILOG_FILES = /design/flow/design.v
export SDC_FILE = /design/flow/constraint.sdc
export NUM_CORES = 4
export LEC_CHECK = 1
export CORE_UTILIZATION = 30
### /design/flow/constraint.sdc
current_design SCI_SLAVE

set clk_period 1.5
set clk_io_pct 0.2

create_clock -name clk0 -period $clk_period [get_ports {CLK}]

set non_clock_inputs [all_inputs -no_clocks]
set_input_delay [expr $clk_period * $clk_io_pct] -clock clk0 $non_clock_inputs
set_output_delay [expr $clk_period * $clk_io_pct] -clock clk0 [all_outputs]
### /design/flow/design.v
`default_nettype none
module COUNTER #(
    parameter WIDTH = 64
)
(
    input wire              CLK,
    input wire              RSTN,
    input wire              EN,
    output wire [WIDTH-1:0] VALUE,
    output wire             OVERFLOW
);
    reg [WIDTH-1:0] value;
    reg             overflow;
    always @(posedge CLK) begin
        if(RSTN == 1'b0) begin
            value <= 0;
            overflow <= 1'b0;
        end
        else if(EN == 1'b1) begin
            { overflow, value } <= value + 1;
        end
    end
    assign VALUE    = value;
    assign OVERFLOW = overflow;
endmodule
`default_nettype wire
`default_nettype none
module D_FF_EN
(
    input wire  CLK,
    input wire  RSTN,
    input wire  D,
    input wire  EN,
    output wire Q
);
    reg q;
    always @(posedge CLK) begin
        if(!RSTN) begin
            q <= 1'b0;
        end
        else if(EN) begin
            q <= D;
        end
    end
    assign Q = q;
endmodule
`default_nettype wire
`default_nettype none
module EDGE_DETECTOR (
    input wire  CLK,
    input wire  SAMPLE_IN,
    output wire RISE_EDGE_OUT,
    output wire FALL_EDGE_OUT
);
    reg sample_in;
    always @(posedge CLK) begin
        sample_in <= SAMPLE_IN;
    end
    assign RISE_EDGE_OUT = ~sample_in & SAMPLE_IN;
    assign FALL_EDGE_OUT = sample_in & ~SAMPLE_IN;
endmodule
`default_nettype wire
`default_nettype none
module PISO_BUFFER
#(
    parameter DEPTH = 8
)
(
    input wire              CLK,
    input wire [DEPTH-1:0]  PIN,
    input wire              LOAD_IN,
    input wire              SHIFT_OUT,
    output wire             SOUT
);
    wire [DEPTH-1:0]    flop_inputs;
    wire [DEPTH:0]      flop_outputs;
    genvar              gdx;
    generate
        for(gdx = 0; gdx < DEPTH; gdx = gdx + 1) begin
            D_FF_EN DFFEN (
                .CLK    (CLK),
                .RSTN   (1'b1),
                .D      (flop_inputs[gdx]),
                .EN     (LOAD_IN | SHIFT_OUT),
                .Q      (flop_outputs[gdx])
            );
            assign flop_inputs[gdx] = (LOAD_IN == 1'b1) ? PIN[gdx] : flop_outputs[gdx+1];
        end
    endgenerate
    assign flop_outputs[DEPTH] = PIN[DEPTH-1];
    assign SOUT = flop_outputs[0];
endmodule
`default_nettype wire
`default_nettype none
module SCI_SLAVE #(
    parameter ADDR_WIDTH    = 8,
    parameter DATA_WIDTH    = 8
)
(
    input wire                      CLK,
    input wire                      RSTN,
    input wire                      SCI_CSN,
    input wire                      SCI_REQ,
    output wire                     SCI_RESP,
    output wire                     SCI_ACK,
    output wire                     NI_WREQ,
    output wire [ADDR_WIDTH-1:0]    NI_WADDR,
    output wire [DATA_WIDTH-1:0]    NI_WDATA,
    input wire                      NI_WACK,
    output wire                     NI_RREQ,
    output wire [ADDR_WIDTH-1:0]    NI_RADDR,
    input wire [DATA_WIDTH-1:0]     NI_RDATA,
    input wire                      NI_RVALID
);
    localparam IDLE             = 3'b000;
    localparam SCI_ADDR_PHASE   = 3'b001;
    localparam SCI_DATA_PHASE   = 3'b010;
    localparam NI_WDATA_PHASE   = 3'b100;
    localparam NI_RDATA_PHASE   = 3'b101;
    reg [2:0]                       curr_state;
    reg                             sci_req;
    reg                             sci_csn;
    wire                            open_req;
    wire                            count_rstn;
    wire                            sci_resp_enable;
    wire                            sci_ack_enable;
    wire                            sci_ack;
    reg                             wnr;
    wire                            addr_count_en;
    wire [$clog2(ADDR_WIDTH)-1:0]   addr_count;
    wire                            data_count_en;
    wire [$clog2(DATA_WIDTH)-1:0]   data_count;
    wire [ADDR_WIDTH-1:0]           reg_addr;
    wire [DATA_WIDTH-1:0]           reg_wdata;
    reg                             ni_wreq;
    reg                             ni_rreq;
    wire                            rdata_shift;
    always @(posedge CLK) begin
        sci_req <= SCI_REQ;
    end
    always @(posedge CLK) begin
        sci_csn <= SCI_CSN;
    end
    EDGE_DETECTOR NEW_REQ_DETECTOR (
        .CLK            (CLK),
        .SAMPLE_IN      (sci_csn),
        .RISE_EDGE_OUT  (),  
        .FALL_EDGE_OUT  (open_req)
    );
    assign count_rstn = ~open_req | ni_rreq;
    always @(posedge CLK) begin
        if(!RSTN) begin
            curr_state <= IDLE;
        end
        else begin
            case(curr_state)
                IDLE : begin
                    if(open_req) begin
                        wnr <= sci_req;
                        curr_state <= SCI_ADDR_PHASE;
                    end
                end
                SCI_ADDR_PHASE : begin
                    if(addr_count == ADDR_WIDTH-1) begin
                        if(wnr) begin
                            curr_state <= SCI_DATA_PHASE;
                        end
                        else begin
                            curr_state <= NI_RDATA_PHASE;
                        end
                    end
                end
                SCI_DATA_PHASE : begin
                    if(data_count == DATA_WIDTH-1) begin
                        if(wnr) begin
                            curr_state <= NI_WDATA_PHASE;
                        end
                        else begin
                            curr_state <= IDLE;
                        end
                    end
                end
                NI_WDATA_PHASE : begin
                    if(NI_WACK) begin
                        curr_state <= IDLE;
                    end
                end
                NI_RDATA_PHASE : begin
                    if(NI_RVALID) begin
                        curr_state <= SCI_DATA_PHASE;
                    end
                end
                default : begin
                end
            endcase
        end
    end
    COUNTER #(
        .WIDTH  ($clog2(ADDR_WIDTH))
    )
    ADDR_COUNTER (
        .CLK        (CLK),
        .RSTN       (count_rstn),
        .EN         (addr_count_en),
        .VALUE      (addr_count),
        .OVERFLOW   ()  
    );
    assign addr_count_en = (curr_state == SCI_ADDR_PHASE) ? 1'b1 : 1'b0;
    SIPO_BUFFER #(
        .DEPTH  (ADDR_WIDTH)
    )
    ADDRESS_BUFFER (
        .CLK    (CLK),
        .SIN    (sci_req),
        .EN     (addr_count_en),
        .POUT   (reg_addr)
    );
    COUNTER #(
        .WIDTH  ($clog2(DATA_WIDTH))
    )
    DATA_COUNTER (
        .CLK        (CLK),
        .RSTN       (count_rstn),
        .EN         (data_count_en),
        .VALUE      (data_count),
        .OVERFLOW   ()  
    );
    assign data_count_en = (curr_state == SCI_DATA_PHASE) ? 1'b1 : 1'b0;
    SIPO_BUFFER #(
        .DEPTH  (DATA_WIDTH)
    )
    WDATA_BUFFER (
        .CLK    (CLK),
        .SIN    (sci_req),
        .EN     (data_count_en),
        .POUT   (reg_wdata)
    );
    always @(posedge CLK) begin
        if(!RSTN) begin
            ni_wreq <= 1'b0;
        end
        else begin
            ni_wreq <= 1'b0;
            if(wnr && (curr_state == SCI_DATA_PHASE) && (data_count == DATA_WIDTH-1)) begin
                ni_wreq <= 1'b1;
            end
        end
    end
    assign NI_WREQ  = ni_wreq;
    assign NI_WADDR = reg_addr;
    assign NI_WDATA = reg_wdata;
    PISO_BUFFER #(
        .DEPTH  (DATA_WIDTH)
    )
    RDATA_BUFFER (
        .CLK        (CLK),
        .PIN        (NI_RDATA),
        .LOAD_IN    (NI_RVALID),
        .SHIFT_OUT  (rdata_shift),
        .SOUT       (SCI_RESP)
    );
    assign rdata_shift = ((curr_state == SCI_DATA_PHASE) && !wnr) ? 1'b1 : 1'b0;
    always @(posedge CLK) begin
        if(!RSTN) begin
            ni_rreq <= 1'b0;
        end
        else begin
            ni_rreq <= 1'b0;
            if(!wnr && (curr_state == SCI_ADDR_PHASE) && (addr_count == ADDR_WIDTH-1)) begin
                ni_rreq <= 1'b1;
            end
        end
    end
    assign NI_RREQ  = ni_rreq;
    assign NI_RADDR = reg_addr;
    assign SCI_ACK  = (((curr_state == NI_WDATA_PHASE) && NI_WACK) || rdata_shift) ? 1'b1 : 1'b0;
endmodule
`default_nettype wire
`default_nettype none
module SIPO_BUFFER
#(
    parameter DEPTH = 8
)
(
    input wire              CLK,
    input wire              SIN,
    input wire              EN,
    output wire [DEPTH-1:0] POUT
);
    reg [DEPTH-1:0] data;
    always @(posedge CLK) begin
        if(EN) begin
            data <= { SIN, data[DEPTH-1:1] };
        end
    end
    assign POUT = data;
endmodule
`default_nettype wire
### /design/flow/run.sh
#!/bin/bash
# OpenROAD 26Q1-2900-gdf79404cd8, Yosys 0.63+post, stock flow scripts
make -C /OpenROAD-flow-scripts/flow DESIGN_CONFIG=/design/flow/config.mk WORK_HOME=/design/flow/orfs finish
==> results.txt <==
Results of the implementation run.

Per the detail_route report, vias per standard cell equal roughly 4.1. Summing over the stages, the warning tally comes to 27. The number of design-rule violations left by the first detailed-router iteration is 37. Per the run report, area growth between synthesis and finish was 35.9%. The fraction of power spent switching nets came out at between 20% and 30%.

The final RePlAce weighted congestion came out at roughly 0.78. The number of endpoints failing setup at the final stage came out at 0. The count of mapped cells out of synthesis came out at just over 100. The setup TNS is 0 ns. The initial utilization of the core area, before any placement, comes to 31.1%. The number of DRC violations after detailed routing came out at 0. Nets still carrying antenna violations after routing amount to 0.

Setup repair after global routing left no endpoint under its margin. The peak per-stage delay on the critical path is around 0.48 ns. In this run the number of H-tree levels came out at 2.

The worst-case max-slew headroom was logged as 81.3%. The async set-reset flop share out of synthesis came out at 0%. The worst-margin pin slew came out at about 0.28 ns. The synthesized netlist was found by Yosys to have 103 cells. The net switching power came out at between 0.4 and 0.5 mW. Along the worst path, the maximum fanout reaches 2.

The combinational fraction of design power came out at slightly below 9%. The x dimension of the die came out at 74.7 um. The internal power is 1.70 mW. The sequential cells in the finished layout cover a total of 1070 um^2. In this run, CTS created clock tree buffers numbering 5. The root buffer cell is clkbuf_8. The peak supply drop is around 0.00033 V.

The CTS tree is built. For reference, the critical path cell chain is clkdlybuf4s50_1. The class of the most critical hold timing path is register to register.

In the final run the clock tree shows a worst skew of 0.00189 ns. During I/O placement, the number of pins put on the boundary was between 40 and 50. Per the detailed-route log, wirelength across all metal layers totals 2.38 mm.

The total leakage power came out at between 0.8 and 0.9 nW. In the Yosys report, the sequential cells make up between 60% and 70% of the chip area. The worst path uses a little over nine tenths of the clock period. Entering global routing, the biggest net connects 16 pins.

The final antenna diode tally reported by the flow is 0. The largest individual stage delay along the critical path comes from the cell clkdlybuf4s50_1. The arrival time at the worst endpoint came out at ~1.2 ns.

The clock share of power came out at between 30% and 40%. The final count of pins violating max slew came out at 0. In the final report, the number of hold violations comes to 0. The average wire length per cell after detail routing came out at between 10 and 15 um. The worst setup path is captured at a primary output. The script computed a power per unit cell area of 988 nW/um^2. The insertion delay at the late pin of the worst-skew pair came out at between 0.2 and 0.3 ns. Summed over all nets, the half-perimeter wirelength after detailed placement is between 1.5 and 2 mm. The synthesized area per cell is 15.4 um^2. The via count of the first global-routing pass came out at ~850. The warning count from the yosys run is 5.

The number of antenna violations at the first check in global routing is 0. The run finished with clean final reports. The sink count of the clock tree came out at roughly 41. According to the Yosys statistics, the synthesized design has a chip area of between 1500 and 2000 um^2. By instance count after routing, the leading logic cell types are clkdlybuf4s50_1, edfxtp_1, dfxtp_1. The final hold slack is about 0.42 ns.

The fraction of final layout cells sized beyond drive strength 1 came out at approximately 17%. The tally of buffers added on design ports came out at about 40. The share of total power in sequential cells came out at 60.3%.

Across the run, the number of max-cap violations was 0. The area taken by multi-input combinational cells is reported as ~420 um^2. The count of placed standard cells including taps is roughly 210.

The number of distinct library cell variants in the gate-level netlist after synthesis is 24. The core occupancy in the finished layout came out at between 40 and 50%. The wire length of the first global-routing pass came out at between 3 and 4 mm.

The tally of non-filler cells in the final layout is approximately 220. The total die size came out at between 5000 and 6000 um^2. The cell row count came out at 26. The all-layer global routing usage came out at under 10%. Per the detail_route report, the via count comes to 915. The number of buffer and inverter stages on the critical path is 1. The clock-pin transition on the worst setup and hold timing paths came out at 0.07 ns. The maximum clock rate is around 680 MHz. The vertical die dimension reported for this design is about 75 um. The worst path required time is between 1 and 1.5 ns. Yosys mapped a number of flops with a built-in enable equal to 25. The category of the critical setup timing path is register to primary output. The remaining global-route overflow came out at 0.

The number of inserted filler cells in the final layout came out at between 400 and 500. After layout, the minimum clock period comes to 1.46 ns. The category of cells accounting for the largest share of critical-path delay is buffers and inverters. The final power report lists total power as ~2.1 mW.

For this run, the leading register cell type out of synthesis is edfxtp_1. The post-synthesis sequential element count came out at just over 40. The post-synth design cell area came out at about 1600 um^2.

The category of the worst setup path launch point is a register. The buffer levels on the longest clock path is 2. The core footprint is between 5000 and 6000 um^2.

The library cell used most frequently in the layout, excluding fill and tap cells, is clkdlybuf4s50_1. The count of TritonRoute iterations in the first routing pass is 4.
[kinds of logic after synthesis]
| kind of cell | synth area share, % |
|---|---|
| compound gates | 1.89 |
| mux | 9.15 |
| flops | 67.5 |
| fa+ha+maj | 4.73 |
| xor+xnor | 1.10 |
| simple gates | 9.23 |
| buf+inv | 6.39 |
[layer usage]
metal | wire length (um) | vias to the layer above | GRT usage, %
met2 | 1020 | 33 | 13.4
met1 | 1170 | 427 | 13.9
met4 | 65 | 0 | 2.10
met3 | 120 | 9 | 2.04
li1 | - | 446 | -
met5 | 0 | - | 0
[cells in the mapped netlist, drive strengths merged (2+ instances only)]
| master | number | share of area (%) |
|---|---|---|
| a21oi | 2 | 0.63 |
| nand2b | 5 | 2.1 |
| xnor2 | 2 | 1.1 |
| nor2 | 6 | 1.4 |
| dfxtp | 16 | 20 |
| nand3 | 2 | 0.63 |
| buf | 11 | 5.7 |
| nand3b | 2 | 0.95 |
| nand2 | 4 | 0.95 |
| mux2 | 7 | 6.6 |
| nor3b | 2 | 1.7 |
| inv | 3 | 0.71 |
| mux2i | 4 | 2.5 |
| ha | 6 | 4.7 |
| edfxtp | 25 | 47 |
[power groups by stage]
| stage | registers, mW | logic, mW | clock network, mW |
|---|---|---|---|
| finish | 1.28 | 0.186 | 0.660 |
| global route | 1.29 | 0.209 | 0.732 |
| CTS | 1.28 | 0.188 | 0.696 |
[final cells by class]
cell class / count / share of cell area, %
Clock buffer: 5 / 3.19
Clock inverter: 3 / 0.580
Inverter: 3 / 0.522
Multi-Input combinational cell: 48 / 19.6
Sequential cell: 41 / 49.7
Tap cell: 70 / 4.06
Timing Repair Buffer: 51 / 22.4
[sequential cells by signal, summed over array words and instances (netlist names)]
signal,cells
RDATA_BUFFER.genblk1.DFFEN.q,8
curr_state,5
NEW_REQ_DETECTOR.sample_in,1
sci_csn,1
WDATA_BUFFER.data,8
ADDRESS_BUFFER.data,8
ADDR_COUNTER.value,3
DATA_COUNTER.value,3
wnr,1
ni_wreq,1
ni_rreq,1
sci_req,1
[stage by stage]
stage	worst slack [ns]	cell area (um^2)
floorplan	0.284	1590
global placement	-0.137	2050
detailed placement	-0.160	2050
CTS	0.0240	2150
global route	0.00677	2160
finish	0.0396	2160
[path summary, 6_finish.rpt]
check / startpoint / endpoint / slack, ns / cells past startpoint
max: ni_rreq$_SDFF_PN0_ / NI_RREQ / 0.04 / 1
min: sci_csn$_DFF_P_ / NEW_REQ_DETECTOR.sample_in$_DFF_P_ / 0.42 / 0
max reg2reg: ADDR_COUNTER.value[0]$_SDFFE_PN0P_ / ADDR_COUNTER.value[2]$_SDFFE_PN0P_ / 0.34 / 4
min reg2reg: sci_csn$_DFF_P_ / NEW_REQ_DETECTOR.sample_in$_DFF_P_ / 0.42 / 0
[repair_timing]
action,CTS,global route
hold buffers,0,0
endpoints found under the setup margin,1,1
buffers inserted,2,1
pin swaps,2,0
gates resized,3,0
cloned,0,0
Power is estimated from default activity; no workload was simulated.
